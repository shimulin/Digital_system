==> design.v <==
module seven_segment_display(IN, OUT);
input[3:0] IN;
output reg [6:0] OUT;
always @(IN)
begin
	case(IN)
		4'b0000 : OUT = 7'b1000000;
		4'b0001 : OUT = 7'b1111001;
		4'b0010 : OUT = 7'b0100100;
		4'b0011 : OUT = 7'b0110000;
		4'b0100 : OUT = 7'b0011001;
		4'b0101 : OUT = 7'b0010010;
		4'b0110 : OUT = 7'b0000010;
		4'b0111 : OUT = 7'b1111000;
		4'b1000 : OUT = 7'b0000000;
		4'b1001 : OUT = 7'b0010000;
		4'b1010 : OUT = 7'b0001000;
		4'b1011 : OUT = 7'b0000011;
		4'b1100 : OUT = 7'b1000110;
		4'b1101 : OUT = 7'b0100001;
		4'b1110 : OUT = 7'b0000110;
		4'b1111 : OUT = 7'b0001110;
	endcase
end
endmodule
==> run.sh <==
#!/bin/bash
# OpenROAD 26Q1-2900-gdf79404cd8, Yosys 0.63+post, stock flow scripts
make -C /OpenROAD-flow-scripts/flow DESIGN_CONFIG=/design/flow/config.mk WORK_HOME=/design/flow/orfs finish
==> config.mk <==
export PLATFORM = sky130hd
export DESIGN_NAME = seven_segment_display
export DESIGN_NICKNAME = seven_segment_display
export VERILOG_FILES = /design/flow/design.v
export SDC_FILE = /design/flow/constraint.sdc
export NUM_CORES = 4
export LEC_CHECK = 1
export CORE_AREA = 10 10 70 70
export DIE_AREA = 0 0 80 80
==> constraint.sdc <==
current_design seven_segment_display

set clk_period 1.5
set clk_io_pct 0.2

create_clock -name clk0 -period $clk_period

set non_clock_inputs [all_inputs -no_clocks]
set_input_delay [expr $clk_period * $clk_io_pct] -clock clk0 $non_clock_inputs
set_output_delay [expr $clk_period * $clk_io_pct] -clock clk0 [all_outputs]
==> run notes <==
run results: Slew headroom=0.881, registers=0, crit-path max FO=4, share of layout cells above drive strength 1=0.648, Logic pwr share=1.000, area reported by Yosys stat=about 280 sq um, yosys cell count=32, row cnt=21, crit path to=OUT[0], most numerous cell in the Yosys netlist=ha_1, Flop pwr share=0, chip height=roughly 80 microns, clkbuf count=0, largest net degree at the start of global routing=7, pwr dens=240 nW/um^2, Tightest Pin Transition=about 0.17 ns, critical path cell sequence=buf_8 > inv_8 > ha_4 > and2b_2 > or3b_1 > o21ai_1 > buf_2, fmax=between 0.6 and 0.7 GHz, DRC=0, gate count of the mapped netlist=32, CP Depth=7, Final Power=roughly 0.14 mW, placed cells=about 97, Worst Setup End Kind=output pin, Setup CP Type=in -> out, max cap viols=0, Required @ worst endpoint=between 1 and 1.5 ns, unrepaired setup endpoints after global routing=yes, outcome=complete, but fails checks, DRT iter0 DRCs=3, initial antenna violation count=0, critical path arrival=about 1.3 ns, Post-Syn Area per Cell=8.60 sq um, Fin Setup TNS=-0.350 ns, Slew Viols, Final=0, vias in the first global route=between 300 and 400, Core ar.=approximately 3400 sq um, Vias=approximately 300, failing checks=negative setup slack, Distinct lib cells used=15, post-synth top area cell=ha_1, clock power share=0, Commonest cells post-synth=ha_1 (7), nor2_1 (5), mux2i_1 (4), inv_1 (3), Final period util=1.10, first-pass GRT wire length=about 1500 microns, worst vdd rail ir drop=0.0334 mV, Synth warnings=1, Dominant cell area share=0.318, Setup WS pre-CTS=-1.03 ns, TritonRoute pass-1 iters=2, Internal Pwr Total=roughly 0.086 mW, grt ovf=0, count of tool warnings=~40, family with the most delay on the worst path=simple AND/OR/NAND/NOR gates, chip width=80 microns, Seq/Total Area, Yosys=0, Area Overhead vs Synth=119%, Final Hold Fails=0, Critical Path Max Stage Delay=~0.35 ns, Antenna Violating Nets Remaining=0, GRT Total Usage=0.0280, buffers and inverters on the worst path=3, Routed wire per std cell=9.15 microns, Worst Setup Start Kind=primary input, fin worst setup slack=-0.145 ns, Setup violations, final=4, CP max stage cell=or3b_1, I/O pin cnt=11, HP Class=in -> out, critical path startpoint=IN[1], Die Size=~6400 sq um, vias per cell=3.00, FP Core Util=0.0806, crit path time final=~1.6 ns, NetSw=slightly below 0.06 mW, biggest area cells=ha_1 (32%), mux2i_1 (15%), mux4_1 (9.5%), nor2_1 (6.8%), a22o_1 (6.4%), input/output buffers=11, post-synthesis instance area=around 280 sq um, n_diodes=0, Post-DP HPWL=around 620 microns, Total Wirelength=slightly above 900 microns, Routability Congestion=slightly above 0.7, switch share=0.405, Static Leak=0.265 nW, Seq. cell area=0 sq um, final cell count without fillers=~100
[layout make-up]
type	count	area [sq um]
inverters	3	23.8
repair buffers	24	211
well taps	46	57.6
multi-input cells	27	309
fillers	373	2810
[cells in the final DEF, fill, tap and decap left out, types with 2 or more instances in the layout]
cell and instances:
buf_2 5, ha_4 4, buf_4 7, mux2i_1 4, o21ai_1 2, dlygate4sd2_1 3, a22o_1 2, ha_2 2
nor2_1 3, buf_6 5
[logic make-up (layout without fill, tap and decap cells)]
logic type / count (synthesis) / count (layout) / synth area share
and+or+nand+nor: 8 / 8 / 0.145
adders and majority gates: 7 / 7 / 0.318
AOI/OAI and AO/OA: 6 / 6 / 0.155
muxes: 6 / 6 / 0.282
buffers and inverters: 5 / 27 / 0.100
[power groups by stage]
stage	Combinational (mW)	Sequential, mW	Clock, mW
finish	0.145	0	0
global route	0.160	0	0
CTS	0.138	0	0
[metrics by stage]
| step | util | hold slack [ns] | instance area (sq um) |
|---|---|---|---|
| after global placement | 0.147 | 1.70 | 502 |
| after CTS | 0.174 | 1.12 | 593 |
| after floorplan | - | 0.700 | 275 |
| after global routing | 0.176 | 1.15 | 602 |
| after detailed placement | 0.147 | 1.67 | 502 |
| final | 0.176 | 1.11 | 602 |
[tightest hold or removal path, cell delays in order]
cell	delay, ns
buf_8	0.11
inv_8	0.06
buf_4	0.11
a22o_1	0.13
buf_2	0.09
[layer usage]
metal / vias to the layer above / GRT usage / wire (microns)
li1: 159 / - / -
met1: 135 / 0.0324 / 406
met2: 6 / 0.0538 / 445
met3: 0 / 0.00568 / 64
met4: 0 / 0 / 0
met5: - / 0 / 0
[repair_timing]
| item | CTS | global route |
|---|---|---|
| gates resized | 56 | 8 |
| hold buffers | 0 | 0 |
| cloned | 1 | 0 |
| endpoints found under the setup margin | 7 | 6 |
| setup buffers | 2 | 0 |
| pin swaps | 5 | 1 |
[how the worst min path moves through the flow]
stage	start	end	slack, ns	cells past startpoint
after CTS	IN[1]	OUT[6]	1.12	5
after global routing	IN[1]	OUT[6]	1.15	5
final	IN[1]	OUT[6]	1.11	5
Power and IR drop assume default switching activity.
