==> flow/design.v <==
module clk_div(clk, rst, div_clk);
input clk, rst;
output reg div_clk;
reg[31:0] count;
always @(posedge clk)
begin
	if(!rst)
	begin
		count <= 32'd0;
		div_clk <= 1'b1;
	end
	else
	begin
		if(count == 32'd25000000)
		begin
			count <= 32'd0;
			div_clk <= ~div_clk;
		end
		else count <= count + 32'd1;
	end
end
endmodule
==> flow/run.sh <==
#!/bin/bash
# OpenROAD 26Q1-2900-gdf79404cd8, Yosys 0.63+post, stock flow scripts
make -C /OpenROAD-flow-scripts/flow DESIGN_CONFIG=/design/flow/config.mk WORK_HOME=/design/flow/orfs finish
==> flow/config.mk <==
export PLATFORM = sky130hd
export DESIGN_NAME = clk_div
export DESIGN_NICKNAME = clk_div
export VERILOG_FILES = /design/flow/design.v
export SDC_FILE = /design/flow/constraint.sdc
export NUM_CORES = 4
export LEC_CHECK = 1
export CORE_AREA = 10 10 97 97
export DIE_AREA = 0 0 107 107
==> flow/constraint.sdc <==
current_design clk_div

set clk_period 4.1
set clk_io_pct 0.2

create_clock -name clk0 -period $clk_period [get_ports {clk}]

set non_clock_inputs [all_inputs -no_clocks]
set_input_delay [expr $clk_period * $clk_io_pct] -clock clk0 $non_clock_inputs
set_output_delay [expr $clk_period * $clk_io_pct] -clock clk0 [all_outputs]
==> CHANGELOG.md <==
### Implementation results

- Compound Share, Synth: 0.1515
- Vias in the first global route: 1164
- Number of DRC markers in iteration 0: 68
- CP Capture Type: register
- DRT Pass-1 Iters: 4
- Root Buffer Master: clkbuf_8
- Final Cycle Share: 0.5875
- Hold path endpoint: count[0]
- H-tree level count: 2
- Netlist cell types: 33
- Area Overhead vs Synth: 10.38%
- Ant diodes: 0
- CP Launch Type: register
- Fin. max-slew vios: 0
- Initial antenna violation count: 0
- Ys flop type: dfxtp_1
- Total GRT Usage: 0.05669
- Clk_skew: 4.695 ps
- Final Wtd Congestion: 0.7950
- Clk latency late pin: 280 ps
- Clock net sink count: 33
- Chip Area, Yosys: 1627 sq um
- DR DRC count: 0
- Tool warnings: 26
- Cts bufs inserted: 5
- Core area: 7292 sq um
- Placed inst area: 1709 sq um
- CP required: 4280 ps
- Routed vias: 1335
- Post-CTS Hold Fix Bufs: 0
- Vias/cell: 4.701
- CTS resizes: 0
- Starting density of the core: 0.2231
- Tmin final: 2409 ps
- Mapped Cells: 186
- Adder share: 0.01538
- Status: finished clean
- Dpl hpwl: 2100 um
- WS Path Type: register to register
- Worst r2r src: count[8]
- GRT overflow: 0
- DP Cell Count: 277
- Xor+xnor area frac: 0.05923
- CP Cell Sequence: or4_1, or4_4, o21ai_4, o21ba_2
- DIE WIDTH: 107 um
- Maximum fanout along the worst path: 32
- # setup viols final: 0
- CTS tree: done
- Pleak: 0.5222 nW
- MUX area fraction: 0
- Worst min path class: register to register
- Chip area: 11450 sq um
- Non-filler cells, final: 284
- Max Fclk: 415.1 MHz
- Worst-path clk slew: 70 ps
- Crit path from: count[8]
- And+or+nand+nor area frac: 0.3185
- Post-route design area: 1795 sq um
- Post-synth ARST share: 0
- VDD IR max: 175.8 uV
- Worst-Margin Slew: 803.6 ps
- Top non-seq family: simple AND/OR/NAND/NOR gates
- Worst Hold Depth: 1
- Crit path DAT: 2590 ps
- Worst path max stage delay: 650 ps
- Buffers on Ports: 2
- Worst Reg-to-Reg Cells: 4
- Num rows: 31
- # IOs: 3
- Final wirelength: 3158 um
- Mapped Area: 1627 sq um
- Largest net degree at the start of global routing: 33
- Clock Tree Buf Depth: 2
- Syn. warnings: 1
- Flip-flops with a built-in enable: 0
- Final hold vios: 0
- Max cap viols: 0
- Pwr Total: 0.0005887 W
- Slew margin rel.: 0.4622
- Internal reg-to-reg setup slack: 1690 ps
- Setup Total Neg Slack: 0 ps
- Post-CTS Setup Inserts: 0
- Global-route wire length before repair: 5602 um
- Die height: 107 um
- Max stage delay cell, worst path: o21ai_4
- Power density cells: 327.9 nW/um^2
- Avg Cell Area, Syn: 8.745 sq um
- Final Util: 0.2462
- Fraction of layout cells with a size suffix above 1: 0.05946
- RSZ-0062 raised after global routing: false
- Fillers: 820
- Flops out of synthesis: 33
- Antenna Violating Nets Remaining: 0
- Seq/Total Area, Yosys: 0.4062
- RR Endpoint: count[24]
- Wire length per cell: 11.12 um
- Worst hold path startpoint: count[0]
- Yosys stat cell total: 186
==> area by class of cell <==
type | instances | area (sq um) | share of cell area
clock buffers | 7 | 86.33 | 0.04808
inverters | 5 | 18.77 | 0.01045
multi-input cells | 138 | 885.9 | 0.4934
flip-flops and latches | 33 | 660.6 | 0.3679
well taps | 99 | 123.9 | 0.06899
repair buffers | 2 | 20.02 | 0.01115
==> cells in the mapped netlist (all sizes together), types with 2 or more instances <==
cell type   n  area, sq um
dfxtp      33        660.6
a21oi      18        90.09
nand4      13        87.58
nor2       13        48.80
or4        12        93.84
nand3      11        55.05
o21ai      10        61.31
or3        10        62.56
xor2        9        78.83
nand2       8        30.03
o31ai       8        60.06
clkbuf      6        22.52
and4        5        43.79
inv         5        18.77
and2        4        25.02
buf         4        38.78
ha          2        25.02
nor4bb      2        20.02
o41ai       2        17.52
xnor2       2        17.52
==> layout by cell type, fill, tap and decap left out, types with 2 or more instances in the layout <==
| master | instances |
|---|---|
| or3_1 | 10 |
| nand4_1 | 12 |
| clkbuf_8 | 6 |
| nand3_1 | 11 |
| o41ai_1 | 2 |
| xnor2_1 | 2 |
| o21ai_0 | 9 |
| inv_1 | 5 |
| xor2_1 | 9 |
| o31ai_1 | 8 |
| a21oi_1 | 18 |
| and4_1 | 5 |
| nand2_1 | 8 |
| dfxtp_1 | 33 |
| clkdlybuf4s50_1 | 2 |
| and2_1 | 4 |
| ha_1 | 2 |
| nor2_1 | 13 |
| or4_1 | 11 |
| nor4bb_1 | 2 |
==> worst max-delay path, delay by kind of cell, from the launching register on <==
| kind | cells | cell delay (ps) |
|---|---|---|
| simple gates | 2 | 1050 |
| flops | 1 | 340 |
| compound gates | 2 | 900 |
==> how the worst max path moves through the flow <==
stage	slack (ps)	end	cells after the start
4_1_cts	1660	count[24]	4
5_1_grt	1500	count[27]	4
6_report	1690	count[24]	4
==> state kept, by name, indices dropped and copies added (netlist names) <==
signal and flops:
count 32, div_clk 1
==> logic make-up after synthesis <==
family / Yosys count
AND-OR/OR-AND: 40
AND/OR/NAND/NOR: 85
XOR/XNOR: 11
buffers and inverters: 15
adder cells (fa/ha/maj): 2
flip-flops: 33
==> layer usage <==
metal | track usage | part of all wire | routed length [um] | vias to the layer above
met5 | 0 | 0 | 0 | -
met4 | 0.004836 | 0.0066 | 21 | 0
met3 | 0.01577 | 0.033 | 103 | 2
met2 | 0.08253 | 0.43 | 1346 | 10
met1 | 0.08464 | 0.53 | 1686 | 627
li1 | - | - | - | 696
==> stage by stage <==
stage                     hold slack, ps  worst slack [ps]
after floorplan                    425.4              2240
after global placement             447.7              1697
after detailed placement           455.3              1670
after CTS                          470.1              1665
after global routing               500.2              1502
final                              465.9              1691
==> report_power, final <==
part | leakage (nW) | switching [W] | internal [W] | total, W
logic | 0.211 | 0.00000994 | 0.00000579 | 0.0000157
clock network | 0.0443 | 0.000114 | 0.000133 | 0.000247
registers | 0.266 | 0.00000249 | 0.000323 | 0.000326
No activity file was given, so power comes from the tool's default toggle rates.
