--- design/flow/design.v ---
module clk_up_down(clk, rst, up_down, OUT);
input clk, rst, up_down;
output reg[3:0] OUT;
always @(posedge clk or negedge rst)
begin
	if(!rst) OUT <= 4'd0;
	else
	begin
		if(up_down)
		begin
			if(OUT == 4'd15) OUT <= 4'd0;
			else OUT <= OUT + 1;
		end
		else
		begin
			if(OUT == 4'd0) OUT <= 4'd15;
			else OUT <= OUT - 1;
		end
	end
end
endmodule
--- design/flow/run.sh ---
#!/bin/bash
# OpenROAD 26Q1-2900-gdf79404cd8, Yosys 0.63+post, stock flow scripts
make -C /OpenROAD-flow-scripts/flow DESIGN_CONFIG=/design/flow/config.mk WORK_HOME=/design/flow/orfs finish
--- design/flow/config.mk ---
export PLATFORM = sky130hd
export DESIGN_NAME = clk_up_down
export DESIGN_NICKNAME = clk_up_down
export VERILOG_FILES = /design/flow/design.v
export SDC_FILE = /design/flow/constraint.sdc
export NUM_CORES = 4
export LEC_CHECK = 1
export CORE_AREA = 10 10 70 70
export DIE_AREA = 0 0 80 80
--- design/flow/constraint.sdc ---
current_design clk_up_down

set clk_period 2.3
set clk_io_pct 0.2

create_clock -name clk0 -period $clk_period [get_ports {clk}]

set non_clock_inputs [all_inputs -no_clocks]
set_input_delay [expr $clk_period * $clk_io_pct] -clock clk0 $non_clock_inputs
set_output_delay [expr $clk_period * $clk_io_pct] -clock clk0 [all_outputs]
==> flow_results.xml <==
<?xml version="1.0" encoding="UTF-8"?>
<metrics>
  <group name="placement">
    <metric name="buffer_ports.inserted" unit="">6</metric>
    <metric name="detailedPlacementHpwl" unit="um">411</metric>
    <metric name="gp_routability_congestion" unit="">0.685</metric>
    <metric name="dpl_cell_area" unit="um2">335</metric>
  </group>
  <group name="timing">
    <metric name="worst-slew-pin-transition" unit="ps">240</metric>
    <metric name="relSlewSlack" unit="">0.840</metric>
    <metric name="min_period" unit="ps">1650</metric>
    <metric name="timing.final.crit_share" unit="">0.719</metric>
    <metric name="finalSetupViolations" unit="">0</metric>
    <metric name="final.setup.tns" unit="ps">0</metric>
    <metric name="setup_repair_after_global_routing_missed_its_margin" unit="">no</metric>
    <metric name="finalMaxSlewViolations" unit="">0</metric>
    <metric name="final-hold-violation-count" unit="">0</metric>
    <metric name="clock-skew-final" unit="ps">1.96</metric>
    <metric name="timing.fmax" unit="MHz">605</metric>
  </group>
  <group name="synth">
    <metric name="yosys_warnings" unit="">1</metric>
    <metric name="ys_top_cells_by_area" unit="">sky130_fd_sc_hd__dfrtp_1 (46%), sky130_fd_sc_hd__ha_1 (11%), sky130_fd_sc_hd__xnor2_1 (8.0%)</metric>
    <metric name="ys_seq_frac" unit="">0.460</metric>
    <metric name="synthesis.area_per_instance" unit="um2">10.4</metric>
    <metric name="synth.yosys.chip_area" unit="um2">218</metric>
    <metric name="synth_flops" unit="">4</metric>
    <metric name="netlist.area_leader.share" unit="">0.460</metric>
    <metric name="yosys-stat-cells" unit="">21</metric>
    <metric name="number_of_standard_cells_after_synthesis" unit="">21</metric>
    <metric name="synthesis.area" unit="um2">218</metric>
    <metric name="synth.lib_cells_used.distinct" unit="">14</metric>
    <metric name="synthDominantAreaCellType" unit="">sky130_fd_sc_hd__dfrtp_1</metric>
  </group>
  <group name="drt">
    <metric name="route.vias.total" unit="">183</metric>
    <metric name="drt_drc_violations_left" unit="">0</metric>
    <metric name="drt_iter0_drc" unit="">2</metric>
    <metric name="antenna_cells_inserted" unit="">0</metric>
    <metric name="postRouteAntennaNets" unit="">0</metric>
    <metric name="drt-vias-per-instance" unit="">2.41</metric>
    <metric name="wl_per_cell" unit="um">7.43</metric>
    <metric name="1st_pass_router_iterations" unit="">3</metric>
    <metric name="postRouteWirelength" unit="um">565</metric>
  </group>
  <group name="pwr">
    <metric name="p_switching" unit="uW">117</metric>
    <metric name="ir_worst_vdd" unit="mV">0.477</metric>
    <metric name="power.share.clock" unit="">0.240</metric>
    <metric name="p_comb_frac" unit="">0.377</metric>
    <metric name="leakagePower" unit="uW">0.000135</metric>
    <metric name="seq_power_share" unit="">0.384</metric>
    <metric name="internal-power" unit="uW">249</metric>
    <metric name="pwr_dens" unit="nW/um2">1020</metric>
    <metric name="sw_frac_of_total" unit="">0.319</metric>
  </group>
  <group name="clock_tree">
    <metric name="holdBufCountCts" unit="">0</metric>
    <metric name="clockBufferDepth" unit="">2</metric>
    <metric name="tritoncts" unit="">yes</metric>
    <metric name="cts_post_setup_buffers_inserted" unit="">0</metric>
    <metric name="clkSlewWorstSetupHoldPaths" unit="ps">40</metric>
    <metric name="ctsResizeCount" unit="">0</metric>
    <metric name="clock_insertion_delay_worst_skew" unit="ps">230</metric>
    <metric name="cts.htree.levels" unit="">1</metric>
    <metric name="cts-buffers-inserted" unit="">3</metric>
    <metric name="cts_root_buffer" unit="">sky130_fd_sc_hd__clkbuf_4</metric>
    <metric name="cts.sink_count" unit="">4</metric>
  </group>
  <group name="worst_hold_path">
    <metric name="worstHoldPathType" unit="">primary input to async pin</metric>
  </group>
  <group name="critical_path">
    <metric name="stage_delay_of_the_slowest_cell_on_the_critical_path" unit="ps">510</metric>
    <metric name="cp_data_arrival_time" unit="ps">1190</metric>
    <metric name="critPathTopFamily" unit="">buffers and inverters</metric>
    <metric name="path_cells" unit="">clkdlybuf4s50_1</metric>
    <metric name="timing.critical_path.fanout_max" unit="">7</metric>
    <metric name="critical_path_class" unit="">register to output pin</metric>
    <metric name="critPathCaptureType" unit="">output pin</metric>
    <metric name="crit_slowest_cell" unit="">sky130_fd_sc_hd__clkdlybuf4s50_1</metric>
    <metric name="crit_path_start_kind" unit="">register</metric>
    <metric name="ff2ff_setup_slack" unit="ps">920</metric>
    <metric name="crit_buf_inv" unit="">1</metric>
    <metric name="timing.critical_path.required" unit="ps">1840</metric>
  </group>
  <group name="global_routing">
    <metric name="grt.overflow.total" unit="">0</metric>
    <metric name="via_count_of_the_first_global_routing_pass" unit="">205</metric>
    <metric name="gr-usage-all-layers" unit="">0.0197</metric>
    <metric name="grt_antenna_before_repair" unit="">0</metric>
    <metric name="grt_max_degree" unit="">8</metric>
    <metric name="first_pass_grt_wire_length" unit="um">959</metric>
  </group>
  <group name="floorplan">
    <metric name="ios" unit="">7</metric>
    <metric name="chipArea" unit="um2">6400</metric>
    <metric name="floorplan.core_area" unit="um2">3420</metric>
    <metric name="initial_utilization" unit="">0.0637</metric>
    <metric name="std_cell_rows" unit="">21</metric>
    <metric name="die_height" unit="um">80</metric>
    <metric name="die-width" unit="um">80</metric>
  </group>
  <group name="final_layout">
    <metric name="drive_gt1_frac" unit="">0.133</metric>
    <metric name="largest_reg_flops" unit="">4</metric>
    <metric name="final_cell_area" unit="um2">358</metric>
    <metric name="area.growth.synth_to_final" unit="%">64.4</metric>
    <metric name="top_register" unit="">OUT</metric>
    <metric name="largestRegisters" unit="">OUT (4)</metric>
  </group>
  <group name="job">
    <metric name="tool_warnings" unit="">26</metric>
    <metric name="drv.max_cap_violation_count" unit="">0</metric>
  </group>
  <group name="run_status">
    <metric name="outcome" unit="">complete, no violations</metric>
  </group>
</metrics>
## cell usage after synthesis
cell	instances
sky130_fd_sc_hd__dfrtp_1	4
sky130_fd_sc_hd__inv_1	3
sky130_fd_sc_hd__ha_1	2
sky130_fd_sc_hd__xnor2_1	2
sky130_fd_sc_hd__a21oi_1	1
sky130_fd_sc_hd__a221oi_1	1
sky130_fd_sc_hd__a31oi_1	1
sky130_fd_sc_hd__inv_2	1
sky130_fd_sc_hd__mux2i_1	1
sky130_fd_sc_hd__nor2_1	1
sky130_fd_sc_hd__o21ai_0	1
sky130_fd_sc_hd__o21bai_1	1
sky130_fd_sc_hd__or3_1	1
sky130_fd_sc_hd__or4_1	1
## layer usage
metal  part of all wire  up-vias  wire, um  global-route usage
li1                   -       92         -                   -
met1               0.63       82       358              0.0300
met2               0.23        9       129              0.0169
met3               0.13        0        76              0.0205
met4                  0        0         0             0.00176
met5                  0        -         0                   0
## logic make-up after synthesis
family                     share of synthesized area
buffers and inverters                         0.0689
and+or+nand+nor                               0.0805
xor gates and xnor gates                      0.0805
DFF                                            0.460
AOI/OAI and AO/OA                              0.149
muxes                                         0.0460
adders and majority gates                      0.115
## final cells by class
class | instances | area (um2)
Clock buffer | 3 | 22.5
Tap cell | 46 | 57.6
Sequential cell | 4 | 100
Multi-Input combinational cell | 13 | 103
Timing Repair Buffer | 6 | 60.1
Inverter | 4 | 15.0
Fill cell | 402 | 3060
## stage by stage
stage,setup WS (ps),cells,util,total power (uW),hold slack [ps]
floorplan,1090,21,-,197,164
global placement,758,73,0.0982,275,537
detailed placement,773,73,0.0982,278,554
CTS,639,76,0.105,373,425
global route,545,76,0.105,406,427
finish,646,76,0.105,366,430
## placed cells by master (no fill, tap or decap)
| master | n |
|---|---|
| sky130_fd_sc_hd__nor2_1 | 1 |
| sky130_fd_sc_hd__mux2i_1 | 1 |
| sky130_fd_sc_hd__inv_2 | 1 |
| sky130_fd_sc_hd__inv_1 | 3 |
| sky130_fd_sc_hd__or3_1 | 1 |
| sky130_fd_sc_hd__a21oi_1 | 1 |
| sky130_fd_sc_hd__xnor2_1 | 2 |
| sky130_fd_sc_hd__or4_1 | 1 |
| sky130_fd_sc_hd__o21ai_0 | 1 |
| sky130_fd_sc_hd__dfrtp_1 | 4 |
| sky130_fd_sc_hd__a31oi_1 | 1 |
| sky130_fd_sc_hd__a221oi_1 | 1 |
| sky130_fd_sc_hd__clkdlybuf4s50_1 | 6 |
| sky130_fd_sc_hd__clkbuf_4 | 3 |
| sky130_fd_sc_hd__ha_1 | 2 |
| sky130_fd_sc_hd__o21bai_1 | 1 |
## path summary, 6_finish.rpt
check,from,to,cells past startpoint
worst max-delay path,OUT[0]$_DFF_PN0_,OUT[0],1
worst min-delay path,rst,OUT[2]$_DFF_PN0_,1
worst max register to register,OUT[0]$_DFF_PN0_,OUT[3]$_DFF_PN0_,5
max in group asynchronous,rst,OUT[1]$_DFF_PN0_,1
worst min register to register,OUT[0]$_DFF_PN0_,OUT[0]$_DFF_PN0_,1
min in group clk0,OUT[0]$_DFF_PN0_,OUT[0]$_DFF_PN0_,1
## power groups by stage
stage	registers [uW]	clock network [uW]	logic [uW]
finish	140	87.8	138
CTS	141	91.4	141
global route	149	97.1	160
Power is estimated from default activity; no workload was simulated.
